File: flow/run.sh
#!/bin/bash
# OpenROAD 26Q1-2900-gdf79404cd8, Yosys 0.63+post, stock flow scripts
make -C /OpenROAD-flow-scripts/flow DESIGN_CONFIG=/design/flow/config.mk WORK_HOME=/design/flow/orfs finish
File: flow/config.mk
export PLATFORM = sky130hd
export DESIGN_NAME = FIFO
export DESIGN_NICKNAME = FIFO
export VERILOG_FILES = /design/flow/design.v
export SDC_FILE = /design/flow/constraint.sdc
export NUM_CORES = 4
export LEC_CHECK = 1
export CORE_UTILIZATION = 40
File: flow/constraint.sdc
current_design FIFO

set clk_period 4.3
set clk_io_pct 0.2

create_clock -name clk0 -period $clk_period [get_ports {clk}]

set non_clock_inputs [all_inputs -no_clocks]
set_input_delay [expr $clk_period * $clk_io_pct] -clock clk0 $non_clock_inputs
set_output_delay [expr $clk_period * $clk_io_pct] -clock clk0 [all_outputs]
File: flow/design.v
module FIFO (input clk,rst, wr,rd, input [7:0] din,
             output reg [7:0] dout, output empty, full);
  reg [3:0] wptr, rptr;
  reg [4:0] cnt = 0;
  reg [7:0] mem [15:0];
  always @(posedge clk)
  begin
      if(rst == 1'b1)
        begin
          wptr <= 0;
          rptr <= 0;
          cnt <= 0;
        end
  else if(wr && !full)
    begin
      mem[wptr] <= din;
      wptr <= wptr + 1;
      cnt <= cnt + 1;
    end
  else if(rd && !empty)
    begin
      dout <= mem[rptr];
      rptr <= rptr + 1;
      cnt  <= cnt - 1;
    end
  end
  assign empty = (cnt == 0) ? 1'b1 : 1'b0;
  assign full = (cnt == 16) ? 1'b1 : 1'b0;
endmodule
interface fifo_if;
  logic clk,rst, wr,rd;
  logic [7:0] din;
  logic [7:0] dout;
  logic full,empty;
endinterface
==> results.txt <==
Notes on the flow run.

- The flow ran to the end, and the final reports show no timing, DRC or antenna violations.
- The number of setup buffers added after CTS is 0.
- The analysis attributes to cell leakage a power of between 2 and 2.5 nW.
- The mapped netlist covers 0.006058 sq mm.
- The number of buffers between clock root and the deepest sink is 2, for reference.
- The number of resized instances in the post-cts repair step is 0, for reference.
- sky130_fd_sc_hd__edfxtp_1 is the most common cell in the netlist.
- In the final layout, the share of cells above drive strength 1 is approximately 16%.
- The total grt overflow is 0, for reference.
- The area of the chip is 0.01564 sq mm, for reference.
- The setup slack at placement is 0.8763 ns, for reference.
- The per-cell routed wire length is 19.58 um, for reference.
- The maximum net fanout on the critical path is 8, for reference.
- The initial antenna violation count is 0, for reference.
- The total of endpoints with negative setup slack in the final report is 0, for reference.
- The CTS tree is built, for reference.
- Across the run, the number of max-cap violations was 0.
- Dividing the synthesized area by the synthesized cell count gives 16.88 sq um.
- The synthesized design devotes to its leading area cell type between 60% and 70% of total area.
- Once routing completed, OpenROAD measured the worst setup slack at between 1 and 1.5 ns.
- The DRC violation count after routing is 0, for reference.
- For the worst setup path, the data arrival time is 3.35 ns.
- The TritonCTS buffer count is 17, for reference.
- Per the post-synthesis report, the number of cells in the design is 359.
- The clock tree has to reach ~150 sinks.
- Setup repair after global routing left no endpoint under its margin.
- The master cell of the clock root buffer is sky130_fd_sc_hd__clkbuf_16, for reference.
- For hold timing, the worst endpoint is wptr[1]$_SDFFE_PP0P_.
- The endpoint of the worst-slack reg-to-reg timing path is cnt[4]$_SDFFE_PP0P_, for reference.
- The synth_stat.txt file lists the number of cells as 359.
- The pin slew with the least headroom to its limit is around 0.9 ns, for reference.
- Detailed placement ended at an HPWL of between 7000 and 8000 um.
- The cell depth of the worst hold path is 2, for reference.
- The effective utilization at floorplan is 41.37%, for reference.
- The data required time of the worst path is approximately 4.6 ns, for reference.
- After layout, the setup clock skew is reported as 0.004611 ns.
- The count of buffers added on input and output ports is 21.
- On the final layout, the worst hold slack is around 0.57 ns.
- Entering global routing, the biggest net connects 24 pins.
- The path depth of the worst reg2reg path is 9, for reference.
- The overall die height is 125.1 um, for reference.
- In the routed layout, each cell is associated on average with a via count of approximately 5.4.
- The hold buffer count at CTS is 0, for reference.
- The first routing iteration left about 230 violations.
- In this run the power density over the cells is 546.1 mW/mm^2.
- The clock transition time at the flip-flop clock pins of the worst setup and hold paths is approximately 0.060 ns, for reference.
- The total count of max-transition violations in the final report is 0, for reference.
- The setup total negative slack is 0 ns, for reference.
- For the worst reg-to-reg path, the startpoint reported by OpenROAD is cnt[0]$_SDFFE_PP0P_.
- From left edge to right edge, the die measures 125.1 um.
- The first global-routing pass estimated approximately 18000 um of wire.
- The top-level I/O count is 22, for reference.
- OpenROAD emitted warnings numbering 28.
- The final worst-path cycle share is a little over two thirds, for reference.
- The total area inside the core boundary comes to 0.01464 sq mm.
- The hold path startpoint is wptr[1]$_SDFFE_PP0P_, for reference.
- The routed design ends up with an antenna cell count of 0.
- Checking max transition, the worst relative margin is between 30% and 40%.
- The placement row count is roughly 44, for reference.
- The prevailing post-synth register cell is sky130_fd_sc_hd__edfxtp_1, for reference.
- The final period demand of the worst path is 3.027 ns, for reference.
- Per the post-route antenna check, the number of violating nets is 0.
- CTS built an H-tree with a depth of 4.
- The slack of the worst reg-to-reg path is about 1.5 ns, for reference.
- Cells fill between 40% and 50% of the core in the end.
- sky130_fd_sc_hd__edfxtp_1 takes more of the synthesized area than any other cell.
- Sorting the synthesized cells by area gives the leading types as sky130_fd_sc_hd__edfxtp_1 67%, sky130_fd_sc_hd__mux4_2 5.9%, sky130_fd_sc_hd__mux2i_1 5.5%.
- In the Yosys report, the sequential cells make up a little under three quarters of the chip area.
- The detailed-route via count is ~3200, for reference.
- The synthesis report lists the Yosys warning total as 1.
- For this run, asynchronously set or reset flops after synthesis account for 0%.
- The total wire length is approximately 12000 um, for reference.
- The startpoint type of the worst setup path is an input pin, for reference.
- The worst setup path is of the input pin to flop kind.
- STA classifies the critical path endpoint as a flop.
- The number of distinct library cell variants in the gate-level netlist after synthesis is 39, for reference.
- The total track usage is ~17%, for reference.
- The synthesized design contains roughly 140 enable-type register cells.
- The layout has roughly 1200 filler cells.
- The worst vdd rail ir drop is between 300 and 400 uV, for reference.
- The register bit count reported by yosys is between 100 and 150, for reference.
- For reference, the final report shows the hold violation count at 0.
- The global placement routability congestion is slightly below 0.9, for reference.
- The maximum achievable frequency is approximately 330 MHz, for reference.
- Note that the worst hold path type here is flop to flop.
- The number of global-route vias before repair is approximately 3300.
- The synthesis run shows the most used standard cells to be 136 x sky130_fd_sc_hd__edfxtp_1, 33 x sky130_fd_sc_hd__mux2i_1, 26 x sky130_fd_sc_hd__nor2_1, 16 x sky130_fd_sc_hd__a221oi_1, 16 x sky130_fd_sc_hd__mux4_2.
- The insertion delay to the later sink of the worst-skew pair is between 0.4 and 0.5 ns, for reference.
- In the synthesis report, Yosys lists the chip area as roughly 0.0061 sq mm.
- The number of detailed-route iterations in the first pass is 6, for reference.
- The area added between synthesis and finish is 16.29%, for reference.
## metal layers
layer  part of all wire, %  track usage, %  up-vias  wire (um)
met1                    43           26.34     1568       4996
met3                   8.6           7.414        5        995
met4                  0.81           1.506        0         94
li1                      -               -     1499          -
met5                     0               0        -          0
met2                    47           25.30      110       5448
## power breakdown
part / internal (mW) / total [mW] / switching (mW)
clock: 0.788 / 1.33 / 0.545
combinational: 0.387 / 0.749 / 0.362
sequential: 1.66 / 1.77 / 0.107
## critical path: stages
cell and delay (ns):
sky130_fd_sc_hd__clkdlybuf4s50_1 0.67, sky130_fd_sc_hd__inv_1 0.12, sky130_fd_sc_hd__a21oi_1 0.13, sky130_fd_sc_hd__buf_4 0.16, sky130_fd_sc_hd__inv_1 0.09, sky130_fd_sc_hd__fa_1 0.40
sky130_fd_sc_hd__a21o_1 0.20, sky130_fd_sc_hd__a2111o_1 0.42, sky130_fd_sc_hd__o211a_1 0.13, sky130_fd_sc_hd__a211oi_1 0.17
## kinds of logic (layout without fill, tap and decap cells)
kind of cell / after synthesis / count (layout) / synth area share [%]
flops: 149 / 149 / 71.71
compound gates: 63 / 63 / 7.869
simple gates: 57 / 57 / 4.378
mux: 49 / 49 / 11.40
buf+inv: 26 / 72 / 1.797
fa+ha+maj: 9 / 9 / 1.983
xor+xnor: 6 / 6 / 0.8676
## cells in the final DEF (no fill, tap or decap), drive strengths merged, types with 2 or more instances in the layout
cell	count
edfxtp	136
mux2i	33
nor2	26
clkdlybuf4s50	21
clkbuf	18
a221oi	16
mux4	16
nand2	15
o21ai	14
dfxtp	13
buf	11
a21oi	10
inv	9
clkinv	9
a22oi	8
ha	8
or3	4
xor2	3
xnor2	3
nand3	3
clkinvlp	3
o211ai	3
and2	2
o2111ai	2
a21o	2
a211oi	2
## through the flow
stage,cells,area [sq um],total power [mW]
floorplan,359,6058,2.327
global placement,557,6504,2.545
detailed placement,557,6504,2.552
CTS,589,7046,3.891
global route,589,7046,4.023
finish,589,7046,3.848
## state kept, by name, summed over array words and instances (netlist names)
signal	flops
mem	128
dout	8
rptr	4
cnt	5
wptr	4
## how the worst max path moves through the flow
| stage | startpoint | slack (ns) | endpoint | depth (start not counted) |
|---|---|---|---|---|
| CTS | wr | 1.28 | cnt[4]$_SDFFE_PP0P_ | 10 |
| global route | wr | 1.08 | cnt[4]$_SDFFE_PP0P_ | 10 |
| finish | wr | 1.27 | cnt[4]$_SDFFE_PP0P_ | 10 |
## layout make-up
| type | count | area [sq um] | share of cell area [%] |
|---|---|---|---|
| inverter | 8 | 30.03 | 0.4262 |
| tap | 184 | 230.2 | 3.268 |
| multi-input combinational | 184 | 1605 | 22.78 |
| clock inverter | 14 | 112.6 | 1.598 |
| sequential | 149 | 4345 | 61.68 |
| timing repair buffer | 32 | 292.8 | 4.156 |
| clock buffer | 18 | 429.2 | 6.091 |
Power figures rest on the tool's default switching activity, not on a simulated workload.
